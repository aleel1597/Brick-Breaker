[design/flow/constraint.sdc]
current_design block

set clk_period 3.1
set clk_io_pct 0.2

create_clock -name clk0 -period $clk_period [get_ports {frame_clk}]

set non_clock_inputs [all_inputs -no_clocks]
set_input_delay [expr $clk_period * $clk_io_pct] -clock clk0 $non_clock_inputs
set_output_delay [expr $clk_period * $clk_io_pct] -clock clk0 [all_outputs]
[design/flow/config.mk]
export PLATFORM = sky130hd
export DESIGN_NAME = block
export DESIGN_NICKNAME = block
export VERILOG_FILES = /design/flow/design.v
export SDC_FILE = /design/flow/constraint.sdc
export NUM_CORES = 4
export LEC_CHECK = 1
export CORE_AREA = 10 10 100 100
export DIE_AREA = 0 0 110 110
[design/flow/design.v]
module  block (input         Reset, 
                             frame_clk,           
					input  [7:0]  key,
               output [9:0]  BlockX, BlockY, BlockW, BlockH,  
					output [9:0] Block_X_Motion_Out
					);
    logic [9:0] Block_X_Pos, Block_X_Motion, Block_Y_Pos, Block_Y_Motion;
    logic [9:0] Block_X_Pos_in, Block_X_Motion_in, Block_Y_Pos_in, Block_Y_Motion_in;
    parameter [9:0] Block_X_Center=320;   
    parameter [9:0] Block_Y_Center=400;   
    parameter [9:0] Block_X_Min=0;        
    parameter [9:0] Block_X_Max=639;      
    parameter [9:0] Block_Y_Min=0;        
    parameter [9:0] Block_Y_Max=479;      
    parameter [9:0] Block_X_Step=3;       
    parameter [9:0] Block_Y_Step=3;       
    parameter [9:0] Block_Width=25;         
    parameter [9:0] Block_Height=2;         
	 assign Block_X_Motion_Out = Block_X_Motion;
    assign BlockX = Block_X_Pos;
    assign BlockY = Block_Y_Pos;
    assign BlockW = Block_Width;
    assign BlockH = Block_Height;
	 logic right, left;
    always_ff @ (posedge frame_clk or posedge Reset)
    begin
        if (Reset)  
        begin
            Block_X_Pos <= Block_X_Center;
            Block_Y_Pos <= Block_Y_Center;
            Block_X_Motion <= 10'd0;
            Block_Y_Motion <= 10'd0;
        end
        else 
        begin
		case(key)
			default:  
				begin
            Block_X_Pos <= Block_X_Pos_in;
            Block_Y_Pos <= Block_Y_Pos_in;
            Block_X_Motion <= 10'd0;
            Block_Y_Motion <= 10'd0;
				end
			8'h04:  
			begin
				if(left == 1'b1)
				begin
				   Block_X_Pos <= Block_X_Pos_in;
					Block_Y_Pos <= Block_Y_Pos_in;
					Block_Y_Motion <= 10'd0;
					Block_X_Motion <= (~(Block_X_Step) + 1'b1);
				end
				else
				begin
					Block_X_Pos <= Block_X_Min + BlockW;
					Block_Y_Pos <= Block_Y_Pos_in;
					Block_Y_Motion <= 10'd0;
					Block_X_Motion <= 10'd0;
				end
			end
			8'h07:  
			begin
				if(right == 1'b1)
				begin
				   Block_X_Pos <= Block_X_Pos_in;
					Block_Y_Pos <= Block_Y_Pos_in;
					Block_Y_Motion <= 10'd0;
					Block_X_Motion <= Block_X_Step;
				end
				else
				begin
					Block_X_Pos <= Block_X_Max-BlockW;
					Block_Y_Pos <= Block_Y_Pos_in;
					Block_Y_Motion <= 10'd0;
					Block_X_Motion <= 10'd0;
				end
			end
			endcase
        end
    end
    always_comb
    begin
        Block_X_Motion_in = Block_X_Motion;
        Block_Y_Motion_in = Block_Y_Motion;
		  left = 1'b1;
		  right = 1'b1;
		  if((Block_X_Pos + BlockW) >= Block_X_Max )   
			begin
            Block_X_Motion_in = 10'd0;		
				right = 1'b0;
			end
		  else if((Block_X_Pos - BlockW) <= (Block_X_Min + 2'd2))   
			begin
            Block_X_Motion_in = 10'd0;
				left = 1'b0;
			end
        Block_X_Pos_in = Block_X_Pos + Block_X_Motion;
        Block_Y_Pos_in = Block_Y_Pos + Block_Y_Motion;
    end
endmodule
[design/flow/run.sh]
#!/bin/bash
# OpenROAD 26Q1-2900-gdf79404cd8, Yosys 0.63+post, stock flow scripts
make -C /OpenROAD-flow-scripts/flow DESIGN_CONFIG=/design/flow/config.mk WORK_HOME=/design/flow/orfs finish
==> qor.txt <==
Setup violations, final - 0
Seq share, synth - 0.230
DR vias/cell - 3.86
R2r endpoint - Block_X_Motion[0]$_DFF_PP0_
CP Launch Type - flop
I/O Buffers - 29
Synth async-reset ratio - 1.00
Die X - 110 um
Drt wl/cell - 12.1 um
Hpwl dp - 2890 um
Core area - 7810 sq um
Initial drt markers - 27
Slew headroom - 0.546
Data required, critical path - 3220 ps
Global-route wire length before repair - 5650 um
Die area - 12100 sq um
Post-synth EDFFs - 0
Clk pin slew, worst setup/hold paths - 60 ps
Static leakage - 0.698 nW
Adder share - 0.128
Post-CTS resize count - 0
Post-route cell area - 1710 sq um
Crit path capture type - flop
Global Route Usage Sum - 0.0562
Peak supply drop - 0.180 mV
MaxCap Viol Count - 0
Cell Count, Final, Fillers Out - 288
Post-DP Area - 1660 sq um
YS chip area - 1420 sq um
Worst-Margin Slew - 675 ps
CTS tree - built
Root Buffer - clkbuf_8
Reg2reg start - Block_X_Pos[1]$_DFF_PP0_
Hold WC Path Type - reg -> reg
Share of layout cells above drive strength 1 - 0.102
Setup crit end - Block_X_Motion[0]$_DFF_PP0_
Post-CTS setup buffer count - 0
Antenna violations before repair - 0
Placed Cells - 284
Final TNS setup - 0 ps
Clk sinks - 13
Pin count of the biggest net entering global routing - 17
Tool Warnings - 28
Ant. Diodes - 0
Pwr Density - 557 nW/um^2
XOR Share, Synth - 0.0492
Drt drc - 0
Yosys cell types - 40
Worst Path Arrival - 2510 ps
Drt first pass iters - 4
Crit-path max FO - 11
Synthesized cell area - 1420 sq um
Cells on worst reg2reg path - 6
Drt total wl - 3490 um
ANT nets after route - 0
# rows - 32
Fin. max-slew vios - 0
Reg2reg setup slack - 710 ps
Comb area leader - buffers and inverters
Clock latency (worst-skew pair) - 240 ps
CTS Buf Count - 3
Commonest flop - dfrtp_1
Die height - 110 um
Max Buffers Root-to-Sink - 2
Fp_density - 0.182
Hold Fails Final Rpt - 0
Post-synth mux share - 0
Ports - 60
Max Fclk - 418 MHz
Minimum clock period - 2390 ps
Complex Gates by Area - 0.194
CP startpoint - Block_X_Pos[1]$_DFF_PP0_
Setup repair after global routing missed its margin - no
Avg Inst Size Synth - 8.79 sq um
Number of global-route vias before repair - 1156
Status - complete, no violations
CTS HTree Levels - 1
Simple Share, Synth - 0.172
Period Utilization, post-route - 0.772
Post-route clock skew - 2.62 ps
Detailed-route via count - 1113
YS warnings - 1
Area Growth Syn to Fin - 19.9%
Flops after synth - 13
Hold_buf cts - 0
Post-synthesis cell count - 162
Yosys cell count - 162
Placer Congestion - 0.889
GR Overflow Total - 0
CP Class - reg -> reg
## worst max-delay path, stage by stage (launching register included)
cell      delay [ps]
dfrtp_1          560
ha_1             290
or2b_2           300
nor4_1           580
nor3_1           130
nor3_1           300
o21bai_1         110
## report_power, final
part	leakage, nW	switching (mW)	total (mW)	internal [mW]
Clock	0.0228	0.0604	0.151	0.0907
Combinational	0.523	0.197	0.457	0.260
Sequential	0.152	0.116	0.343	0.227
Total	0.698	0.374	0.951	0.578
## worst min path at each step
stage | start | cells past startpoint | slack (ps) | to
CTS | Block_X_Motion[0]$_DFF_PP0_ | 2 | 640 | Block_X_Pos[0]$_DFF_PP0_
global route | Block_X_Motion[0]$_DFF_PP0_ | 2 | 650 | Block_X_Pos[0]$_DFF_PP0_
finish | Block_X_Motion[0]$_DFF_PP0_ | 2 | 630 | Block_X_Pos[0]$_DFF_PP0_
## sequential cells by signal, summed over array words and instances (netlist names)
signal	cells
Block_X_Motion	3
Block_X_Pos	10
## cell type report
| class | count | area (sq um) |
|---|---|---|
| fillers | 851 | 6100 |
| multi-input cells | 133 | 887 |
| clock buffers | 4 | 45.0 |
| inverters | 6 | 22.5 |
| repair buffers | 30 | 298 |
| well taps | 102 | 128 |
| flip-flops and latches | 13 | 328 |
## cells in the mapped netlist, types with 2 or more instances
| cell type | n | area, sq um |
|---|---|---|
| o31a_1 | 2 | 17.5 |
| o21ai_0 | 11 | 55.1 |
| or2b_2 | 2 | 17.5 |
| o21bai_1 | 3 | 22.5 |
| xnor2_1 | 3 | 26.3 |
| and3_2 | 2 | 15.0 |
| nor4_1 | 4 | 25.0 |
| inv_1 | 6 | 22.5 |
| nand4_1 | 4 | 25.0 |
| conb_1 | 2 | 7.51 |
| o21a_1 | 4 | 30.0 |
| a21o_2 | 2 | 17.5 |
| dfstp_2 | 2 | 52.6 |
| dfrtp_1 | 11 | 275 |
| a21oi_1 | 7 | 35.0 |
| and4_2 | 2 | 20.0 |
| ha_1 | 13 | 163 |
| nand2_1 | 5 | 18.8 |
| nor3_1 | 6 | 30.0 |
| nor2b_1 | 2 | 12.5 |
| nand3_1 | 2 | 10.0 |
| buf_4 | 37 | 278 |
| xor2_1 | 5 | 43.8 |
| a211oi_1 | 2 | 15.0 |
| nor2_1 | 8 | 30.0 |
## per-stage QoR
| step | util | hold WS [ps] | power (mW) | setup slack [ps] |
|---|---|---|---|---|
| 2_1_floorplan | - | 496 | 0.636 | 1080 |
| 3_3_place_gp | 0.213 | 621 | 0.804 | 616 |
| 3_5_place_dp | 0.213 | 613 | 0.806 | 542 |
| 4_1_cts | 0.219 | 636 | 0.961 | 701 |
| 5_1_grt | 0.219 | 650 | 1.04 | 531 |
| 6_report | 0.219 | 626 | 0.951 | 708 |
## cell usage in the layout, fill, tap and decap left out, types with 2 or more instances in the layout
cell type,instances
a211oi_1,2
a21o_2,2
a21oi_1,7
and3_2,2
and4_2,2
clkbuf_8,3
clkdlybuf4s50_1,29
conb_1,30
dfrtp_1,11
dfstp_2,2
ha_1,13
inv_1,6
nand2_1,5
nand3_1,2
nand4_1,4
nor2_1,8
nor2b_1,2
nor3_1,6
nor4_1,4
o21a_1,4
o21ai_0,11
o21bai_1,3
o31a_1,2
or2b_2,2
xnor2_1,3
xor2_1,5
## logic make-up after synthesis
logic type | count (synthesis)
simple gates | 42
other cells | 2
xor+xnor | 8
buf+inv | 44
compound gates | 39
flops | 13
fa+ha+maj | 14
## routing by layer
layer | global-route usage | vias to the layer above | share of wire
li1 | - | 562 | -
met1 | 0.0747 | 518 | 0.45
met2 | 0.0931 | 31 | 0.47
met3 | 0.0153 | 2 | 0.065
met4 | 0.00465 | 0 | 0.0066
met5 | 0 | - | 0
Power and IR drop assume default switching activity.
